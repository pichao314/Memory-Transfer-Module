`config.mk`:
```
export PLATFORM = sky130hd
export DESIGN_NAME = Controller
export DESIGN_NICKNAME = Controller
export VERILOG_FILES = /design/flow/design.v
export SDC_FILE = /design/flow/constraint.sdc
export NUM_CORES = 4
export LEC_CHECK = 1
export CORE_AREA = 10 10 70 70
export DIE_AREA = 0 0 80 80
```
`constraint.sdc`:
```
current_design Controller

set clk_period 3.3
set clk_io_pct 0.2

create_clock -name clk0 -period $clk_period [get_ports {clock}]

set non_clock_inputs [all_inputs -no_clocks]
set_input_delay [expr $clk_period * $clk_io_pct] -clock clk0 $non_clock_inputs
set_output_delay [expr $clk_period * $clk_io_pct] -clock clk0 [all_outputs]
```
`design.v`:
```
`timescale 10ps/1ps
module MC_A (
    IncA,
    Reset,
    clock,
    AddrA,
    WEA,
    DataInA,
    DOut1
);
input IncA, WEA, Reset, clock;
input [7:0] DataInA;
output [7:0] DOut1;
output [2:0] AddrA;
wire IncA, WEA, Reset, clock;
reg [2:0] AddrA;
reg [7:0] DOut1;
reg [7:0] MemA[0:7];
always @(posedge clock)
    begin
        if(!Reset)
            begin
                if(IncA && WEA && !(DataInA === 8'bz))
                    begin
                        MemA[AddrA] = DataInA;
                        AddrA = AddrA + 1;
                    end
                else if(IncA && !WEA)
                    begin
                        DOut1 = MemA[AddrA];
                        AddrA = AddrA + 1;
                    end
                else if(!IncA && WEA && !(DataInA === 8'bz))
                    MemA[AddrA] = DataInA;
                else if(!IncA && !WEA)
                    DOut1 = MemA[AddrA];
            end
        else
            begin
                AddrA = 3'b000;
                DOut1 = 8'bz;
    end
end
endmodule
module MC_B (
    IncB,
    Reset,
    clock,
    AddrB,
    WEB,
    DataInB
);
input IncB, WEB, Reset, clock;
input [7:0] DataInB;
output [1:0] AddrB;
wire IncB, WEB, Reset, clock;
reg [1:0] AddrB;
reg [7:0] MemB[0:3];
always @(posedge clock)
    begin
        if(!Reset)
            begin
                if((IncB == 1'b0 && WEB == 1'b1) || (IncB == 1'b1 && WEB == 1'b0))
                    begin
                        if(WEB)
                            MemB[AddrB] <= DataInB;
                        if(IncB == 1'b0 && WEB == 1'b1)
                            AddrB = AddrB + 1;
                    end
                else
                    AddrB <= 2'b00;
            end
        else
            AddrB <= 2'b00;
    end
endmodule
module D_Flip_Flop(
    DOut1,
    clock,
    DOut2
);
input [7:0] DOut1;
input clock;
output [7:0] DOut2;
wire [7:0] DOut1;
wire clock;
reg [7:0] DOut2;
always @(posedge clock)
    DOut2 <= DOut1;
endmodule
module Adder(
    DOut1, 
    DOut2,
    ADDOut
);
input [7:0] DOut1;
input [7:0] DOut2;
output [7:0] ADDOut;
wire [7:0] DOut1;
wire [7:0] DOut2;
reg [7:0] ADDOut;
always @(*)
    ADDOut <= DOut1 + DOut2;
endmodule
module Subber(
    DOut1, 
    DOut2,
    SUBOut
);
input [7:0] DOut1;
input [7:0] DOut2;
output [7:0] SUBOut;
wire [7:0] DOut1;
wire [7:0] DOut2;
reg [7:0] SUBOut;
always @ (*)
SUBOut <= DOut1 - DOut2;
endmodule
module Comparator(
    DOut1,
    DOut2,
    Sign
);
input [7:0]DOut1,DOut2;
output Sign;
wire [7:0] DOut1;
wire [7:0] DOut2;
reg Sign;
always @(*)
if(DOut1 > DOut2)
    Sign <= 0;
else
    Sign <= 1;
endmodule
module Controller(
    clock,
    Reset,
    IncA,
    IncB,
    WEA,
    WEB,
    counter
);
input clock, Reset;
output IncA, IncB, WEA, WEB;
output [4:0] counter;
wire clock, Reset;
reg IncA, IncB, WEA, WEB;
reg [4:0] counter = 5'b00000;
always @(posedge clock) 
begin
    if(Reset == 1'b1 || counter == 5'b10010)
        counter = 5'b0;
    else
        counter = counter + 1;
    if(counter >= 5'd1 && counter <= 5'd8)
        WEA = 1'b1;
    else
        WEA = 1'b0;
    if(counter != 5'b10001 && counter != 5'b10010 && counter != 5'b10011)
		IncA = 1;
	else
        IncA = 0;
	if(counter == 5'b01011 || counter == 5'b01101 || counter == 5'b01111 || counter == 5'b10001)
		WEB = 1;
	else
        WEB = 0;
	if(counter == 5'b01100 || counter == 5'b01110 || counter == 5'b10000 || counter == 5'b10010)
		IncB = 1;
	else
        IncB = 0;
end
endmodule
module test;
reg Reset,clock,sign;
reg[7:0] DataInA;
wire WEA,WEB,IncA,IncB;
wire [2:0]AddrA;
wire [7:0]DOut1,DOut2,DataInB, ADDOut, SUBOut;
wire [1:0]AddrB;
wire [4:0]counter;
integer k = 0;
MC_A ma(
    .IncA(IncA),
    .Reset(Reset),
    .clock(clock),
    .AddrA(AddrA),
    .WEA(WEA),
    .DataInA(DataInA),
    .DOut1(DOut1)
);
MC_B mb(
    .IncB(IncB),
    .Reset(Reset),
    .clock(clock),
    .AddrB(AddrB),
    .WEB(WEB),
    .DataInB(DataInB)
);
D_Flip_Flop dff(
    .DOut1(DOut1),
    .clock(clock),
    .DOut2(DOut2)
);
Adder ad(
    .DOut1(DOut1),
    .DOut2(DOut2),
    .ADDOut(ADDOut)
);
Subber sb(
    .DOut1(DOut1),
    .DOut2(DOut2),
    .SUBOut(SUBOut)
);
Comparator cp(
    .DOut1(DOut1),
    .DOut2(DOut2),
    .Sign(Sign)
);
Controller ct(
    .clock(clock),
    .Reset(Reset),
    .IncA(IncA),
    .IncB(IncB),
    .WEA(WEA),
    .WEB(WEB),
    .counter(counter)
);
initial
begin
	clock = 1'b0;
	Reset = 1'b1;
	DataInA = 8'b0;
    for(k = 0; k < 20; k = k + 1)
    begin
          #10 clock = ~clock;
    end
end
initial
begin
    $dumpfile("memo_trans.vcd");
    $dumpvars(0, test);
	#10
	DataInA = 8'b0;
	repeat(8) begin
	#20 DataInA = DataInA + 1;
	end
	DataInA = 8'bz;
end
initial
begin
    #8 Reset = ~Reset;
    #360 Reset = 1'b1;
end
endmodule
```
`run.sh`:
```
#!/bin/bash
# OpenROAD 26Q1-2900-gdf79404cd8, Yosys 0.63+post, stock flow scripts
make -C /OpenROAD-flow-scripts/flow DESIGN_CONFIG=/design/flow/config.mk WORK_HOME=/design/flow/orfs finish
```
==> flow_metrics.py <==
# Generated from Yosys and OpenROAD reports
metrics = {
    "cts": {
        "clk_latency_ps": 250,
        "cts_tree": "built",
        "postCtsResizedCells": 0,
        "ctsHoldBuffers": 0,
        "cts_inserted_buffers": 3,
        "clk_pin_slew_ps": 60,
        "cts_max_level": 1,
        "cts-root-buf": "clkbuf_4",
        "cts.sinks": 9,
        "clockBufferDepth": 2,
        "cts_setup_buffers": 0,
    },
    "route": {
        "antenna_left": 0,
        "first_iter_violations": 21,
        "wl_um": 919,
        "antennaDiodeCount": 0,
        "post-route-drc-count": 0,
        "vias": 311,
        "vias_per_cell": 3.17,
        "drtPass1Iterations": 4,
        "wl_per_cell_um": 9.38,
    },
    "final_timing": {
        "period_used_share": 0.580,
        "slew_headroom": 0.630,
        "hold_viol": 0,
        "tightest_slew_ps": 552,
        "slew_violations": 0,
        "fmax_ghz": 0.522,
        "fin_tns_setup_ps": 0,
        "rsz0062_at_grt": "false",
        "finalSetupViolCount": 0,
        "skew_ps": 2.21,
        "fin_crit_ps": 1910,
    },
    "logic_synthesis": {
        "synth_top_cell_by_area": "dfxtp_1",
        "syn_area_per_cell_um2": 10.4,
        "ys_chip_area_um2": 394,
        "numSynthFlops": 9,
        "synth.top_cell.area_share": 0.457,
        "mappedNetlistArea_um2": 394,
        "synth_seq_share": 0.457,
        "ys_cells": 38,
        "ys_warn_count": 5,
        "netlist_instances": 38,
        "synth.distinct_cells": 21,
        "ys_top_cells_by_area": "dfxtp_1 46%, ha_1 6.3%, xor2_1 4.4%",
    },
    "placed_design": {
        "portBuffers": 10,
        "post-dp-hpwl_um": 748,
        "gp_congestion": 0.706,
    },
    "hold_path": {
        "min_path_type": "register to register",
    },
    "final_layout": {
        "drive_above_1_share": 0.135,
        "num-fill-cells": 397,
        "syn2layout_area_growth_pct": 46.7,
        "logic_area_um2": 210,
        "lay_top_count": "clkdlybuf4s50_1",
        "regArea_um2": 180,
        "mostFrequentLayoutCells": "10 x clkdlybuf4s50_1, 9 x dfxtp_1, 4 x nor2_1",
    },
    "grt": {
        "grt_pass1_vias": 298,
        "antenna_found_initial": 0,
        "grt_usage": 0.0289,
        "grt_pass1_wl_um": 1440,
        "overflow": 0,
        "grt_max_degree": 8,
    },
    "pwr": {
        "finalPower_mw": 0.226,
        "leakage_nw": 0.192,
        "irDropWorstVdd_mv": 0.100,
        "p_per_area_mw_per_mm2": 391,
    },
    "floorplanning": {
        "num_rows": 21,
        "core_mm2": 0.00342,
        "die_y_um": 80,
        "floorplan.core_util": 0.115,
        "die-area_mm2": 0.00640,
        "die_width_um": 80,
        "num_io_pins": 11,
    },
    "worst_setup_path": {
        "crit_fanout": 7,
        "critical_path.max_stage_delay_ps": 540,
        "reg2reg_slack_ps": 1570,
        "crit_chain": "clkdlybuf4s50_1",
        "crit_type": "register to primary output",
        "crit_arrival_ps": 1250,
        "end_kind": "primary output",
        "worstSetupStartpointType": "register",
        "crit_buf_inv": 1,
        "worstPathRequired_ps": 2640,
        "crit_family": "buffers and inverters",
        "worst_path_max_delay_cell": "clkdlybuf4s50_1",
    },
    "job": {
        "warning_count": 26,
        "maxCapViolCount": 0,
    },
    "run_status": {
        "status": "finished, final reports clean",
    },
}
==> path summary, 6_finish.rpt <==
path                            from            endpoint  cells past startpoint
setup / recovery  counter[0]$_DFF_P_          counter[0]                      1
hold / removal    counter[0]$_DFF_P_  counter[0]$_DFF_P_                      1
setup reg to reg  counter[0]$_DFF_P_        IncB$_DFF_P_                      5
hold reg to reg   counter[0]$_DFF_P_  counter[0]$_DFF_P_                      1
==> where the power goes <==
part / switching [mW] / internal, mW
Sequential: 0.00533 / 0.113
Clock: 0.0343 / 0.0463
Combinational: 0.0125 / 0.0146
==> per-layer routing <==
metal	track usage	up-vias	part of all wire
met5	0	-	0
met4	0.00528	0	0.0098
met3	0.0273	2	0.14
met2	0.0393	8	0.45
met1	0.0325	136	0.40
li1	-	165	-
==> stage by stage <==
| step | instances | hold WS, ps | setup WS [ps] | cell area [um2] | util |
|---|---|---|---|---|---|
| after floorplan | 38 | 490 | 1780 | 394 | - |
| after global placement | 94 | 558 | 1560 | 552 | 0.162 |
| after detailed placement | 94 | 571 | 1530 | 552 | 0.162 |
| after CTS | 98 | 588 | 1350 | 578 | 0.169 |
| after global routing | 98 | 613 | 1290 | 578 | 0.169 |
| final | 98 | 571 | 1390 | 578 | 0.169 |
==> registers in the layout, indices dropped and copies added (netlist names) <==
| signal | count |
|---|---|
| counter | 5 |
| IncA | 1 |
| IncB | 1 |
| WEA | 1 |
| WEB | 1 |
==> cell families after synthesis <==
family                   Yosys count  synth area share
XOR/XNOR                           4             0.108
adder cells (fa/ha/maj)            2            0.0635
AND/OR/NAND/NOR                   15             0.206
buffers and inverters              1           0.00951
flip-flops                         9             0.457
AND-OR/OR-AND                      7             0.156
==> cell type report <==
cell class | instances | area share
well taps | 46 | 0.0996
repair buffers | 10 | 0.173
clock buffers | 4 | 0.0455
flip-flops and latches | 9 | 0.312
inverters | 1 | 0.00649
multi-input cells | 28 | 0.364
==> synth_stat cells, drive strengths merged <==
cell type	instances
dfxtp	9
xnor2	1
nand2	1
a21boi	1
o21bai	1
nand2b	2
and3	1
a21oi	2
nor2	4
a211oi	1
a2111oi	1
nand3	3
nand4	2
inv	1
or3	1
nor3	1
xor2	3
a211o	1
ha	2
Power figures rest on the tool's default switching activity, not on a simulated workload.
